$ cat design.v
`timescale 1ns / 1ps
module Experiment1(
input [0:3] x, output [0:6] out
    );
    assign out[0] = (x[3]&x[2]) | (x[3]&x[1]) | (x[2]&~x[1]&~x[0]) | (x[0]&~x[1]&~x[2]&~x[3]);
    assign out[1] = (x[3]&x[2]) | (x[3]&x[1]) | (x[2]&~x[1]&x[0]) | (x[2]&x[1]&~x[0]);
    assign out[2] = (x[3]&x[2]) | (x[3]&x[1]) | (~x[2]&x[1]&~x[0]);
    assign out[3] = (x[3]&x[2]) | (x[3]&x[1]) | (x[0]&~x[1]&~x[2]&~x[3]) | (x[2]&x[1]&x[0]) | (x[2]&~x[1]&~x[0]);
    assign out[4] = (x[3]&x[2]) | (x[3]&x[1]) | (~x[1]&x[2]) | (x[0]&x[1]);
    assign out[5] = (x[3]&x[2]) | (x[3]&x[1]) | (x[1]&x[0]) | (~x[3]&~x[2]&x[0]) + (~x[3]&~x[2]&x[1]);
    assign out[6] = (x[3]&x[2]) | (x[3]&x[1]) | (x[2]&x[1]&x[0]) | (~x[3]&~x[2]&~x[1]);
endmodule
$ cat run.sh
#!/bin/bash
# OpenROAD 26Q1-2900-gdf79404cd8, Yosys 0.63+post, stock flow scripts
make -C /OpenROAD-flow-scripts/flow DESIGN_CONFIG=/design/flow/config.mk WORK_HOME=/design/flow/orfs finish
$ cat config.mk
export PLATFORM = sky130hd
export DESIGN_NAME = Experiment1
export DESIGN_NICKNAME = Experiment1
export VERILOG_FILES = /design/flow/design.v
export SDC_FILE = /design/flow/constraint.sdc
export NUM_CORES = 4
export LEC_CHECK = 1
export CORE_AREA = 10 10 70 70
export DIE_AREA = 0 0 80 80
$ cat constraint.sdc
current_design Experiment1

set clk_period 1.0
set clk_io_pct 0.2

create_clock -name clk0 -period $clk_period

set non_clock_inputs [all_inputs -no_clocks]
set_input_delay [expr $clk_period * $clk_io_pct] -clock clk0 $non_clock_inputs
set_output_delay [expr $clk_period * $clk_io_pct] -clock clk0 [all_outputs]
==> impl_metrics.ini <==
; generated from flow reports
[outcome]
outcome = finished, violations left
failed_checks = setup timing

[die]
die_w_um = 80
initCoreUtil = 0.04542
die_h_um = 80
core_um2 = 3416
chipArea_um2 = 6400
io_pins = 11
rows = 21

[drt]
drt-total-wl_um = 667
n_antenna_cell = 0
ant_nets = 0
drtPass1Iterations = 4
drc = 0
num_vias = 228
post_drt_wl_per_cell_um = 7.667
via_per_inst = 2.621
drt_iter0_markers = 8

[layout]
fillers = 395
flops = 0
final_cell_area_um2 = 396.6
final_core_util = 0.1161
n_clock_buffer = 0
stdcell_count = 87
area_delta_synth_final_pct = 155.6
comb_area_um2 = 172.7
drive_gt1_frac = 0.7805
flop_area_um2 = 0

[final_timing]
finalSetupViolations = 6
grt_setup_unrepaired = yes
finalWorstSetupSlack_ps = -116.4
clock.fmax_ghz = 0.8957
post-route-period-util = 1.116
finalWorstPathRequiredPeriod_ps = 1116
worstMarginPinSlew_ps = 163.9
drv_slew = 0
relSlewSlack = 0.8901
finalHoldViolCount = 0
tns_ps = -488.4

[job]
warnings = 34
drv_cap = 0

[setup_path]
path_buffers = 3
critPathArrivalTime_ps = 920
path_delay_family = AND-OR/OR-AND gates
cp_data_required_time_ps = 800
slowest_stage = a21boi_4
crit_chain = buf_6 > buf_6 > o21ai_4 > a21boi_4 > o31ai_2 > buf_2
crit_path_max_fanout = 4
critical_path_class = primary input to primary output
slowest_delay_ps = 190
setup.worst_path.end_class = primary output
worstSetupStartpointType = primary input
crit_cells = 6
cpMostUsedCell = buf_6

[yosys]
largest_area_cell = buf_8
ys_sh_aoi = 0.4274
ys_sh_simple = 0.2903
yosysTopAreaCellShare = 0.09677
adder_share = 0
synth-xor-area-share = 0.05645
topCellsByArea = buf_8 (9.7%), nor2_1 (9.7%), nor2b_4 (8.9%), a21boi_2 (7.3%), buf_6 (7.3%)
yosysWarnings = 0
yosys-top-cells-count = nor2_1 (4), nand2_1 (3), o21ai_1 (2)
yosys-stat-cells = 23
synthMuxAreaShare = 0
synth-seq-area-share = 0
synth_cell_type_count = 17
synth_chip_area_um2 = 155.1
syn_area_um2 = 155.1
yosysMostFrequentCell = nor2_1
synth_cells = 23
logic_family = AND-OR/OR-AND gates
syn_area_per_cell_um2 = 6.746

[power]
finalPower_uw = 159.7
p_comb_frac = 1.000
swShare = 0.4140
p_switching_uw = 66.12
seqPwrFrac = 0
intPower_uw = 93.58
ir_drop_mv = 0.04982
p_leak_uw = 0.0001671
power.share.clock = 0
p_per_area_nw_per_um2 = 402.6

[global_routing]
grt_max_degree = 10
grt_pass1_wl_um = 1104
antenna_found_initial = 0
track_usage = 0.02034
grt_pass1_vias = 206
overflow = 0

[place]
dpl.hpwl_um = 509.3
routabilityCongestion = 0.6675
dp_cells = 82
place_area_um2 = 329.1
io_buffers = 11

[clock_tree]
cts_hold_buf = 0

[min_path]
hold_depth = 4
hold_path.class = primary input to primary output
-- path summary, 6_finish.rpt --
check / to / startpoint / slack, ps
setup / recovery: out[0] / x[1] / -120
hold / removal: out[0] / x[1] / 750
-- layer usage --
layer	global-route usage	vias up	part of all wire
li1	-	116	-
met1	0.02908	107	0.49
met2	0.03210	5	0.44
met3	0.004545	0	0.066
met4	0	0	0
met5	0	-	0
-- power by group through the flow --
stage         sequential, uW  clock [uW]  combinational [uW]
CTS                        0           0                 146
global route               0           0                 177
finish                     0           0                 160
-- what timing repair did --
action / in CTS / in global routing
endpoints found under the setup margin: 7 / 7
pin swaps: 9 / 4
cloned: 1 / 0
buffers inserted: 3 / 1
gates resized: 56 / 6
-- layout make-up --
class,count,area share
inverter,1,0.009464
tap,46,0.1451
timing repair buffer,21,0.4101
multi-input combinational,19,0.4353
-- layout by cell type (no fill, tap or decap) --
cell      instances
buf_4             8
nor2_1            3
o22a_2            1
nor3_2            1
a31oi_1           1
a21boi_4          1
a21oi_2           1
o31ai_2           1
o21ai_4           1
nor2b_4           1
o21ai_1           1
xor2_2            1
nand2_1           3
nor2_4            1
a22oi_2           1
buf_2             7
o21ai_2           1
inv_1             1
buf_6             6
-- kinds of logic after synthesis --
logic type	after synthesis
and+or+nand+nor	9
AOI/OAI and AO/OA	9
buffers and inverters	4
xor gates and xnor gates	1
-- per-stage QoR --
stage	hold slack (ps)	setup WS [ps]
floorplan	468.7	112.8
global placement	1508	-877.5
detailed placement	1511	-902.4
CTS	752.3	-149.7
global route	781.9	-176.7
finish	754.2	-116.4
-- tightest hold or removal path: cells and delay by family --
| family | cells | cell delay [ps] |
|---|---|---|
| compound gates | 1 | 50 |
| buf+inv | 3 | 290 |
Power and IR drop assume default switching activity.
