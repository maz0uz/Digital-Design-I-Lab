**./config.mk**
```make
export PLATFORM = sky130hd
export DESIGN_NAME = Decoder4x16
export DESIGN_NICKNAME = Decoder4x16
export VERILOG_FILES = /design/flow/design.v
export SDC_FILE = /design/flow/constraint.sdc
export NUM_CORES = 4
export LEC_CHECK = 1
export CORE_AREA = 10 10 70 70
export DIE_AREA = 0 0 80 80
```
**./constraint.sdc**
```tcl
current_design Decoder4x16

set clk_period 1.0
set clk_io_pct 0.2

create_clock -name clk0 -period $clk_period

set non_clock_inputs [all_inputs -no_clocks]
set_input_delay [expr $clk_period * $clk_io_pct] -clock clk0 $non_clock_inputs
set_output_delay [expr $clk_period * $clk_io_pct] -clock clk0 [all_outputs]
```
**./design.v**
```verilog
`timescale 1ns / 1ps
module Decoder2x4(
input [0:1] in,
input en,
output [0:3]out
    );
   assign out[0] = (en & ~in[0] & ~in[1]) ? 1'b1 : 1'b0;
   assign  out[1] = (en & ~in[0] & in[1]) ? 1'b1 : 1'b0;
   assign  out[2] = (en & in[0] & ~in[1]) ? 1'b1 : 1'b0;
   assign out[3] = (en & in[0] & in[1]) ? 1'b1 : 1'b0;
endmodule
module Decoder4x16(input [0:3] in, input en, output [0:15] out);
wire [0:3] wires;
Decoder2x4 d1(.in(in[0:1]),.en(en),.out(wires[0:3]));
Decoder2x4 d2(.in(in[2:3]),.en(wires[0]),.out(out[0:3]));
Decoder2x4 d3(.in(in[2:3]),.en(wires[1]),.out(out[4:7]));
Decoder2x4 d4(.in(in[2:3]),.en(wires[2]),.out(out[8:11]));
Decoder2x4 d5(.in(in[2:3]),.en(wires[3]),.out(out[12:15]));
endmodule
```
**./run.sh**
```bash
#!/bin/bash
# OpenROAD 26Q1-2900-gdf79404cd8, Yosys 0.63+post, stock flow scripts
make -C /OpenROAD-flow-scripts/flow DESIGN_CONFIG=/design/flow/config.mk WORK_HOME=/design/flow/orfs finish
```
==> out/highlights.md <==
• aggregate negative setup slack: -1650 ps
• combinational fraction of design power: 100.0%
• post-layout minimum cycle time: 1260 ps
• Mapped Cells: 23
• fraction of layout instances using a drive strength above 1: 93.7%
• flip-flops: 0
• global-route total usage across every layer: 2.96%
• violated checks: setup timing
• run status: finished, violations left
• overall die width: 80 um
• final count of pins violating max slew: 0
• vias: 311
• kind of cell with the highest combined delay on the critical path: simple AND/OR/NAND/NOR gates
• total design power: 170 uW
• antenna viol nets, final: 0
• top achievable clock speed: 792 MHz
• Detailed Route Iter0 Violations: 7
• slowest library cell on the worst path: sky130_fd_sc_hd__or3b_4
• first-pass GRT wire length: 1.53 mm
• global placement routability congestion: 0.770
• aggregate routed wire length: 1.08 mm
• via count of the first global-routing pass: 286
• Cell variety after synth: 8
• most numerous cell types in the synthesized netlist: sky130_fd_sc_hd__nor2_1, sky130_fd_sc_hd__nor3_1, sky130_fd_sc_hd__nand2b_1, sky130_fd_sc_hd__nand3b_1
• Worst Setup Start Kind: primary input
• Max-Slew Margin vs Limit: 87.3%
• number of standard cells in the final layout excluding fillers: 109
• Setup Slack @ Placement: -930 ps
• syn_area_per_cell: 5.11 sq um
• OpenROAD warning count: 34
• drt via density: 2.85
• Port Buffer Count: 21
• power dissipated by switching net loads: 72.5 uW
• hold worst-path end: out[4]
• Hold/Removal Path Class: primary input to primary output
• number of failing setup endpoints in the final timing report: 16
• number of cell instances after yosys synthesis: 23
• Setup crit end kind: primary output
• total number of placement rows: 21
• per-cell routed wire length: 9.94 um
• maximum number of pins on one net before global-route repair: 8
• Yosys warning count: 0
• area taken by flip-flops and latches: 0 sq um
• start point of the worst min-delay path: in[3]
• cells traversed along the worst timing path: buf_8, or3b_4, buf_6, nor3_4, buf_2
• RSZ-0062 raised after global routing: yes
• leftover overflow at the end of global routing: 0
• area of combinational cells with multiple inputs: 233 sq um
• most common cell in the netlist: sky130_fd_sc_hd__nor2_1
• worst endpoint required time: 800 ps
• final worst slack: -263 ps
• final count of hold timing violations: 0
• number of remaining DRC errors: 0
• number of violations of the max-capacitance limit: 0
• Worst Path Buf+Inv: 3
• leakage power total: 0.287 nW
• TritonRoute pass-1 iters: 4
• cell count of the worst hold path: 3
• detailed-placement wirelength estimate: 772 um
• worst vdd rail ir drop: 0.0561 mV
• Worst Path Class, Setup: primary input to primary output
• slowest cell delay on critical path: 410 ps
• Core Util at FP: 3.44%
• number of instances in the placed design: 91
• synthesized cell area: 118 sq um
• clock buffers: 0
• fin crit share: 126%
• fraction of the yosys area taken by sequential cells: 0%
• data arrival time of the worst path: 1060 ps
• switching fraction of total power: 42.5%
• sequential power share: 0%
• filler instances: 374
• post-place instance area: 393 sq um
• Top cell area share: 38.3%
• Slew @ Worst Pin: 191 ps
• Yosys top cell by area: sky130_fd_sc_hd__nor2_1
• number of hold buffers added after CTS: 0
• leading cell types by total area after synthesis: sky130_fd_sc_hd__nor2_1, sky130_fd_sc_hd__nor3_1, sky130_fd_sc_hd__nand3b_1, sky130_fd_sc_hd__nand2b_1, sky130_fd_sc_hd__or3b_4
• chip area from the yosys synthesis statistics: 118 sq um
• Chip Footprint: 6400 sq um
• post-route standard cell area excluding fillers: 614 sq um
• number of antenna diodes: 0
• crit-path max FO: 4
• layout overhead on the synthesized area: 422%
• internal power: 97.9 uW
• die height: 80 um
• number of antenna violations at the first check in global routing: 0
• ports placed on the boundary: 21
• core area: 3420 sq um
• cell area power density: 277 nW/um^2
• clock share of power: 0%
through the flow:
stage / hold WS (ps) / utilization, %
2_1_floorplan: 413 / -
3_3_place_gp: 1470 / 11.5
3_5_place_dp: 1470 / 11.5
4_1_cts: 692 / 15.4
5_1_grt: 685 / 18.0
6_report: 656 / 18.0
cell usage in the layout, fill, tap and decap left out:
cell type and count:
sky130_fd_sc_hd__nand3_4 1, sky130_fd_sc_hd__buf_2 11, sky130_fd_sc_hd__nand2b_4 2, sky130_fd_sc_hd__nor2_2 5, sky130_fd_sc_hd__buf_8 2, sky130_fd_sc_hd__dlymetal6s2s_1 1, sky130_fd_sc_hd__nand2_2 1, sky130_fd_sc_hd__nor3_4 2
sky130_fd_sc_hd__nor2_1 1, sky130_fd_sc_hd__clkbuf_2 4, sky130_fd_sc_hd__or3b_4 1, sky130_fd_sc_hd__buf_4 11, sky130_fd_sc_hd__nand3b_1 2, sky130_fd_sc_hd__buf_6 11, sky130_fd_sc_hd__nor3_2 2, sky130_fd_sc_hd__nor2_4 6
power by group through the flow:
| stage | clock network (mW) | logic, mW | registers, mW |
|---|---|---|---|
| 5_1_grt | 0 | 0.183 | 0 |
| 6_report | 0 | 0.170 | 0 |
| 4_1_cts | 0 | 0.136 | 0 |
layout make-up:
class | count | share of cell area [%]
repair buffers | 40 | 52.7
well taps | 46 | 9.37
multi-input cells | 23 | 37.9
kinds of logic (layout without fill, tap and decap cells):
| family | after synthesis | count (layout) | share of synthesized area, % |
|---|---|---|---|
| simple gates | 23 | 23 | 100 |
| buf+inv | 0 | 40 | 0 |
tightest hold or removal path, stage by stage:
cell and delay (ps):
sky130_fd_sc_hd__buf_6 130, sky130_fd_sc_hd__nor3_4 50, sky130_fd_sc_hd__clkbuf_2 80
how the worst max path moves through the flow:
stage,from,to,slack [ps],depth (start not counted)
5_1_grt,in[0],out[0],-300,5
6_report,in[0],out[0],-260,5
4_1_cts,in[1],out[0],-310,5
metal layers:
metal,GRT usage [%],share of wire (%)
met5,0,0
met4,0,0
met3,1.14,12
met2,5.94,51
met1,2.90,36
timing repair:
| action | CTS | global route |
|---|---|---|
| endpoints found under the setup margin | 16 | 16 |
| resized | 89 | 27 |
| pin swaps | 17 | 15 |
| buffers inserted | 15 | 4 |
Power and IR drop assume default switching activity.
