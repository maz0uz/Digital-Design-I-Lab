### flow/config.mk
export PLATFORM = sky130hd
export DESIGN_NAME = clockDivider
export DESIGN_NICKNAME = clockDivider
export VERILOG_FILES = /design/flow/design.v
export SDC_FILE = /design/flow/constraint.sdc
export NUM_CORES = 4
export LEC_CHECK = 1
export CORE_UTILIZATION = 30
### flow/constraint.sdc
current_design clockDivider

set clk_period 4.4
set clk_io_pct 0.2

create_clock -name clk0 -period $clk_period [get_ports {clk}]

set non_clock_inputs [all_inputs -no_clocks]
set_input_delay [expr $clk_period * $clk_io_pct] -clock clk0 $non_clock_inputs
set_output_delay [expr $clk_period * $clk_io_pct] -clock clk0 [all_outputs]
### flow/design.v
`timescale 1ns / 1ps
module clockDivider #(parameter n = 50000000) (input clk, rst, en, output reg clk_out);
    wire [31:0] count;
    counter_x_bit #(32,n) counterMod (.clk(clk), .reset(rst), .en(en), .count(count));
    always @ (posedge clk, posedge rst) begin
        if (rst)
            clk_out <= 0;
        else if (count == n-1)
            clk_out <= ~ clk_out;
    end
endmodule
`timescale 1ns / 1ps
module counter_x_bit #(parameter x = 3, n = 6) (input clk, reset, en, output reg [x-1:0] count);
always @(posedge clk, posedge reset) begin
    if (reset)
        count <= 0;
    else if (en) begin 
        if (count == n-1)
            count <= 0;  
        else
            count <= count + 1;  
      end
  end
endmodule
### flow/run.sh
#!/bin/bash
# OpenROAD 26Q1-2900-gdf79404cd8, Yosys 0.63+post, stock flow scripts
make -C /OpenROAD-flow-scripts/flow DESIGN_CONFIG=/design/flow/config.mk WORK_HOME=/design/flow/orfs finish
==> out/metrics.yaml <==
status:
  status: "completed"
routing:
  vias_per_cell: 5.43
  wl_mm: 3.59
  vias: 1400
  dr.pass1.iters: 4
  ant_nets: 0
  post_drt_wl_per_cell_um: 13.9
  drc_errors: 0
  diodes: 0
  drt_iter0_drc: 62
sta:
  fin_hold_ws_ns: 0.458
  max_clock_freq_mhz: 369
  drv_slew: 0
  period_used_share: 0.615
  setup_viol: 0
  worst_pin_slew_ns: 0.510
  finClkSkew_ns: 0.00249
  min_period_ns: 2.71
  fin_ws_ns: 1.69
  fin_tns_setup_ns: 0
  rsz0062_at_grt: "false"
  hold_viol_final: 0
  slew_headroom: 0.659
cells_and_area:
  final_util: 0.353
  area_delta_synth_final_pct: 10.6
  final_area_um2: 1990
  fillers: 561
  drive_gt1_frac: 0.0968
logic_synthesis:
  top_area_frac: 0.459
  synth_flops: 33
  ys_sh_mux: 0
  yosysWarnings: 2
  synthCells: 180
  syn_area_um2: 1800
  ys_sh_aoi: 0.0653
  ys_chip_area_um2: 1800
  postSynth.asyncResetShare: 1.00
  logic_family: "simple AND/OR/NAND/NOR gates"
  xor_area_frac: 0.107
  ff_type: "dfrtp_1"
  area_leaders: "dfrtp_1 46%, xor2_1 5.8%, nand4_1 4.9%"
  edf_count: 0
  synth_top_cell_by_area: "dfrtp_1"
  yosysUniqueCellTypes: 37
  ys_cells: 180
  ys_seq_frac: 0.459
  ys_sh_simple: 0.325
  ys_sh_adder: 0.00695
  avgSynthCellArea_um2: 10.0
floorplan:
  die_height_um: 79.5
  fp-row-count: 27
  fp_util: 0.319
  core_area_um2: 5640
  dieArea_um2: 6320
  die_x_um: 79.5
  ios: 4
placed_design:
  dp_hpwl_mm: 2.48
  dpl_cell_area_um2: 1890
  pre_cts_slack_ns: 1.41
  gp_congestion: 0.835
  portBuffers: 3
clock_network:
  hold_buffers: 0
  htreeDepth: 2
  cts_sinks: 33
  clk_path_buf_depth: 2
  root_buffer: "clkbuf_8"
  cts_setup_buffers: 0
  cts_made_buffers: 5
  cts.reportedPaths.clkPinSlew_ns: 0.07
  cts_tree: "done"
  cts.repair.resized: 0
  clk_latency_ns: 0.28
worst_setup_path:
  path_class: "input port to flop"
  cp_cell_sequence: "clkdlybuf4s50_1 -> nand4_1 -> or3_1 -> or3_1 -> a21oi_1"
  r2r_end: "counterMod.count[3]"
  max_stage_delay_ns: 0.79
  reg2reg_depth: 5
  worst_setup_path_start_kind: "input port"
  required_ns: 4.61
  worst_path_most_repeated_cell: "or3_1"
  r2r-start: "counterMod.count[0]"
  ff2ff_setup_slack_ns: 2.48
  critical_path_peak_fanout: 14
  worstSetupEndpointType: "flop"
  cp.arrival_ns: 2.92
  cp_slowest_cell: "clkdlybuf4s50_1"
global_routing:
  grt_usage: 0.136
  grt_first_pass_wirelength_mm: 6.67
  antenna_found_initial: 0
  grt_start_max_net_pins: 34
  overflow: 0
  grt-busiest-layer: "met2"
  met2_usage: 0.211
  grtUsageMet3: 0.0255
  met1_usage: 0.205
  grt_pass1_vias: 1388
min_path:
  hp-start: "counterMod.count[31]"
  min_to: "counterMod.count[31]"
  hold_path_class: "flop to flop"
  holdPathStages: 1
pwr:
  power.leakage_uw: 0.000853
  powerDensity_nw_per_um2: 352
  peakVddDrop_v: 0.000262
job:
  maxCapViolCount: 0
  tool_warnings: 25
where the power goes:
part | total, uW | switching [uW] | leakage (uW) | internal (uW)
logic | 89.1 | 53.7 | 0.000362 | 35.4
clock network | 247 | 106 | 0.0000542 | 141
registers | 365 | 36.8 | 0.000437 | 328
total | 701 | 197 | 0.000853 | 505
worst max path at each step:
stage | endpoint | depth (start not counted) | startpoint | slack, ns
after global routing | counterMod.count[22] | 5 | en | 1.56
final | counterMod.count[22] | 5 | en | 1.69
after CTS | counterMod.count[22] | 5 | en | 1.71
cells by family (layout without fill, tap and decap cells):
family,after synthesis,after routing
xor+xnor,22,22
compound gates,18,18
simple gates,95,95
fa+ha+maj,1,1
flops,33,33
buf+inv,11,17
Yosys cell counts, types with 5 or more instances:
cell     number
dfrtp_1      33
and3_1        7
nand3_1      10
nor4_1       11
or3_1         5
xnor2_1      10
nor2_1        8
a21oi_1       5
nand2_1      16
nand4_1      14
xor2_1       12
sequential cells by signal (all words and copies together) (netlist names):
| register | count |
|---|---|
| clk_out | 1 |
| counterMod.count | 32 |
per-layer routing:
metal,up-vias,share of wire,wire [um]
met4,0,0.012,42
met2,28,0.45,1630
met5,-,0,0
met1,687,0.50,1790
li1,680,-,-
met3,5,0.036,128
cells in the final DEF, fill, tap and decap left out, types with 2 or more instances in the layout:
| master | instances |
|---|---|
| dfrtp_1 | 33 |
| nand2_1 | 16 |
| nand4_1 | 14 |
| xor2_1 | 12 |
| xnor2_1 | 10 |
| nand3_1 | 10 |
| nor4_1 | 10 |
| nor2_1 | 8 |
| and3_1 | 7 |
| clkbuf_8 | 7 |
| or3_1 | 5 |
| a21oi_1 | 5 |
| inv_1 | 4 |
| o31ai_1 | 4 |
| or4_1 | 4 |
| o21ai_0 | 4 |
| and4_1 | 3 |
| nor3_1 | 3 |
| clkdlybuf4s50_1 | 3 |
| nand4_2 | 2 |
| o221ai_1 | 2 |
| and2_1 | 2 |
| nand2b_1 | 2 |
| buf_4 | 2 |
critical path: cells and delay by family:
family | cells | cell delay [ns]
AOI/OAI and AO/OA | 1 | 0.14
and+or+nand+nor | 3 | 1.11
buffers and inverters | 1 | 0.79
metrics by stage:
step,total power [uW],instances
6_report,701,258
5_1_grt,743,258
4_1_cts,709,258
3_5_place_dp,458,250
3_3_place_gp,457,250
2_1_floorplan,435,180
final cells by class:
| type | instances | area, um2 | share of cell area |
|---|---|---|---|
| multi-input combinational | 136 | 913 | 0.459 |
| tap | 72 | 90.1 | 0.0453 |
| timing repair buffer | 5 | 45.0 | 0.0226 |
| sequential | 33 | 826 | 0.415 |
| clock inverter | 1 | 5.00 | 0.00251 |
| inverter | 4 | 15.0 | 0.00754 |
| clock buffer | 7 | 96.3 | 0.0484 |
Power figures rest on the tool's default switching activity, not on a simulated workload.
